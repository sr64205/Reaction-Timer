===== config.mk =====
export PLATFORM = sky130hd
export DESIGN_NAME = ReactionTimer
export DESIGN_NICKNAME = ReactionTimer
export VERILOG_FILES = /design/flow/design.v
export SDC_FILE = /design/flow/constraint.sdc
export NUM_CORES = 4
export LEC_CHECK = 1
export CORE_UTILIZATION = 50

===== constraint.sdc =====
current_design ReactionTimer

set clk_period 5.4
set clk_io_pct 0.2

create_clock -name clk0 -period $clk_period [get_ports {Clk}]

set non_clock_inputs [all_inputs -no_clocks]
set_input_delay [expr $clk_period * $clk_io_pct] -clock clk0 $non_clock_inputs
set_output_delay [expr $clk_period * $clk_io_pct] -clock clk0 [all_outputs]

===== design.v =====
module ReactionTimer(Clk, Rst, Start, LED, ReactionTime, Cheat, Slow, Wait, RandomValue, LCDUpdate, LCDAck);
input Clk, Rst, Start, LCDAck;
input [12:0] RandomValue;
output reg [9:0] ReactionTime;
output reg [7:0] LED;
output reg Cheat, Slow, Wait, LCDUpdate;
reg [2:0] state;
reg [12:0] delay_cnt;
reg [12:0] wait_limit;
reg [9:0] react_cnt;
reg Start_prev;
wire Start_edge = Start & ~Start_prev;
parameter S_INIT=0, S_WAIT_RANDOM=1, S_LED_ON=2, S_REACT=3, S_SLOW=4, S_CHEAT=5, S_DONE=6;
reg LCDUpdate_req;
reg LCDUpdate_d;
always @(posedge Clk) begin
    LCDUpdate_d <= LCDUpdate_req;
    LCDUpdate <= LCDUpdate_req & ~LCDUpdate_d;
    Start_prev <= Start;
end
always @(posedge Clk) begin
   if(Rst) begin
      state <= S_INIT;
      LED <= 8'b0;
      Cheat <= 0;
      Slow <= 0;
      Wait <= 0;
      ReactionTime <= 0;
      delay_cnt <= 0;
      wait_limit <= 0;
      react_cnt <= 0;
      LCDUpdate_req <= 0;
   end else begin
      LCDUpdate_req <= 0;
      case(state)
         S_INIT: begin
            Cheat <= 0; Slow <= 0; Wait <= 0;
            LED <= 0;
            if(!LCDAck && Start_edge) begin
               wait_limit <= (RandomValue % 2000) + 1000;
               delay_cnt <= 0;
               Wait <= 1;
               LCDUpdate_req <= 1;
               state <= S_WAIT_RANDOM;
            end
         end
         S_WAIT_RANDOM: begin
            if(Start_edge) begin
               Wait <= 0; Cheat <= 1;
               LCDUpdate_req <= 1;
               state <= S_CHEAT;
            end else if(delay_cnt >= wait_limit) begin
               Wait <= 0; LED <= 8'hFF;
               react_cnt <= 0;
               state <= S_LED_ON;
            end else delay_cnt <= delay_cnt + 1;
         end
         S_LED_ON: begin
            LED <= 8'hFF;
            if(Start) begin
                ReactionTime <= react_cnt;
                LCDUpdate_req <= 1;
                state <= S_DONE;
            end else if(react_cnt >= 500) begin
               Slow <= 1;
               LCDUpdate_req <= 1;
               state <= S_SLOW;
            end else react_cnt <= react_cnt + 1;
         end
         S_SLOW: begin
            LED <= 0;
            if(Start) state <= S_INIT;
         end
         S_CHEAT: begin
            LED <= 0;
            if(Start) state <= S_INIT;
         end
         S_DONE: begin
            LED <= 0;
            if(Start) state <= S_INIT;
         end
      endcase
   end
end
endmodule

===== run.sh =====
#!/bin/bash
# OpenROAD 26Q1-2900-gdf79404cd8, Yosys 0.63+post, stock flow scripts
make -C /OpenROAD-flow-scripts/flow DESIGN_CONFIG=/design/flow/config.mk WORK_HOME=/design/flow/orfs finish

==> summary.txt <==
impl run done, here's what came out: Yosys reg bits 60, fa+ha+maj area frac 0.06578, Slew Limit Fails 0, P_sw 0.2599 mW, post-synthesis xor/xnor area fraction 0.02939, average via count per standard cell 5.483, maxcap violations 0, vias in the first global route 2844, via count 3213, antenna fix cells 0, WP data required 5620 ps, status finished clean, layout cells sized above 1 0.06122, Gate power share 0.142, total track usage 0.2115, Synth Instances 464, top cells by area dfxtp_1, a21oi_1, ha_1, nand2_1, o21ai_0, RD Place Congestion 0.8818, final hold violations 0, Fmax 217.0 MHz, routed length per placed instance 12.56 microns, die y size 86.57 microns, area reported by Yosys stat 3576 sq um, area fraction in mux cells 0.02589, Sum Neg Setup Slack 0 ps, RSZ-0062 raised after global routing false, Mapped Area 3576 sq um, first-pass GRT wire length 12.78 mm, CTS buffer count 9, Simple Share, Synth 0.2512, CP max-delay cell clkdlybuf4s50_1, Synth Flop Type dfxtp_1, Final min period 4609 ps, Cell Chain, Critical Path clkdlybuf4s50_1 -> o21ai_1 -> nor2_1 -> ha_1 -> nand2b_1 -> nor4_2 -> nor2_1 -> or3_1 -> o211ai_1 -> mux2_2 -> nor3b_2 -> mux2i_1 -> xor2_1 -> o21ai_1, Slew headroom 0.4800, Seq share, synth 0.3359, FP Util 0.5206, FP Rows 30, Routed WL 7.361 mm, CTS tree yes, Final setup violation count 0, drt first-iter violations 108, postcts setup bufs 0, Resized cells post-CTS 0, dpl cell area 3954 sq um, PwrDens 242.9 nW/um^2, Die Area 7494 sq um, Reg-to-Reg Start delay_cnt[0]$_SDFFE_PP0P_, worst skew pair latency 330 ps, Sink Count 60, # fillers 628, Post-synth EDFFs 0, CP Launch Type input pin, Peak VDD IR 0.1392 mV, synth warn 1, skew final 6.584 ps, drt pass-1 iters 4, hold buffers post-CTS 0, Tool Warnings 28, Yosys top cell by area dfxtp_1, Synth Area in Compound Gates 0.2194, CTS Buffer Depth 2, DPL Wire Length 5.288 mm, Area leader share 0.3359, IO Pins 39, port buffer count 38, Setup crit end kind flop, Leak 1.428 nW, DR DRC count 0, Dominant comb cell simple AND/OR/NAND/NOR gates, power share of the sequential group 0.451, critical path startpoint RandomValue[8], ys cells 464, post-route ant nets 0, largest net degree at the start of global routing 45, Mapped Avg Cell Area 7.707 sq um, worst-path maximum fanout 9, final instance area 4156 sq um, critical path arrival 4830 ps, clk slew on worst S/H paths 70 ps, initial antenna violation count 0, WP buf/inv 1, post-synthesis async set-or-reset flop share 0, cycle use final 0.8535, global route total overflow 0, HP Class flop to flop, H-Tree Level Count 3, Pint 0.7498 mW, Die Wd 86.57 microns, synth unique cells 54, Syn-to-layout area delta 16.24%, CP Class input pin to flop, slowest stage delay, CP 550 ps, Core Area 6869 sq um, crit-path leading delay family simple AND/OR/NAND/NOR gates, min-delay src LCDUpdate_req$_SDFF_PP0_, Clock Tree Root clkbuf_8, power share of the clock group 0.407, sw frac 0.2574, Tightest Pin Transition 780.0 ps
kinds of logic after synthesis:
kind of cell	Yosys count
AND/OR/NAND/NOR	176
AND-OR/OR-AND	129
flip-flops	60
buffers and inverters	59
adder cells (fa/ha/maj)	19
XOR/XNOR	12
multiplexers	9
per-stage QoR:
step | setup WS (ps) | hold WS, ps | util | cells | power (mW)
floorplan | 1303 | 323.5 | - | 464 | 0.5710
global placement | 617.0 | 329.1 | 0.5756 | 570 | 0.6070
detailed placement | 476.2 | 337.5 | 0.5756 | 570 | 0.6076
CTS | 826.4 | 352.3 | 0.6051 | 586 | 1.022
global route | 463.9 | 359.4 | 0.6051 | 586 | 1.059
finish | 790.9 | 348.4 | 0.6051 | 586 | 1.010
cell usage in the layout (no fill, tap or decap), types with 5 or more instances in the layout:
| cell type | synthesis | routed |
|---|---|---|
| nand4_1 | 5 | 5 |
| o21ai_0 | 32 | 32 |
| a31oi_1 | 6 | 6 |
| or3_1 | 15 | 15 |
| and3_1 | 6 | 6 |
| nor2b_1 | 5 | 5 |
| nand2b_1 | 9 | 9 |
| inv_1 | 27 | 27 |
| nor3_1 | 11 | 10 |
| a211oi_1 | 8 | 8 |
| nor2_1 | 28 | 28 |
| xnor2_1 | 8 | 8 |
| nand3_1 | 17 | 17 |
| mux2i_1 | 7 | 7 |
| clkbuf_8 | 0 | 11 |
| dfxtp_1 | 60 | 60 |
| ha_1 | 18 | 18 |
| nand2_1 | 53 | 53 |
| clkdlybuf4s50_1 | 0 | 38 |
| a21oi_1 | 51 | 51 |
| o211ai_1 | 6 | 6 |
metal layers:
metal,track usage,vias up,part of all wire
li1,-,1692,-
met1,0.3226,1476,0.51
met3,0.03092,5,0.028
met4,0.02727,0,0.0099
met5,0,-,0
met2,0.3362,40,0.45
cell usage after synthesis, types with 9 or more instances:
library cell  instances
inv_1                27
a21oi_1              51
o21ai_0              32
nand3_1              17
or3_1                15
dfxtp_1              60
nor2_1               28
nand2_1              53
nor3_1               11
clkbuf_1             16
ha_1                 18
nand2b_1              9
final timing paths:
path	end	slack, ps	cells past startpoint
worst max-delay path	wait_limit[9]$_SDFFE_PP0P_	790	14
worst min-delay path	LCDUpdate_d$_DFF_P_	350	0
worst max register to register	delay_cnt[9]$_SDFFE_PP0P_	1520	12
worst min register to register	LCDUpdate_d$_DFF_P_	350	0
sequential cells by signal (all words and copies together) (netlist names):
signal / flops
Wait: 1
LED: 1
state: 6
Slow: 1
LCDUpdate: 1
Cheat: 1
delay_cnt: 13
wait_limit: 13
LCDUpdate_d: 1
ReactionTime: 10
LCDUpdate_req: 1
react_cnt: 10
Start_prev: 1
power by group through the flow:
stage                 logic (mW)  clock network [mW]  registers [mW]
after CTS                  0.143               0.423           0.456
after global routing       0.161               0.441           0.457
final                      0.143               0.411           0.456
layout make-up:
class / instances / area [sq um] / share of cell area
Tap cell: 96 / 120.1 / 0.02890
Sequential cell: 60 / 1201 / 0.2890
Timing Repair Buffer: 42 / 410.4 / 0.09874
Clock buffer: 12 / 155.1 / 0.03733
Clock inverter: 4 / 47.55 / 0.01144
Inverter: 27 / 101.3 / 0.02438
Multi-Input combinational cell: 345 / 2121 / 0.5102
worst reg2reg max path: stages, from the launching register on:
cell and delay [ps]:
dfxtp_1 500, inv_1 120, ha_1 290, nand2b_1 140
a21o_1 170, a21o_1 170, a21o_1 170, a21o_1 170
a211o_1 330, a2111oi_4 670, a21oi_2 370, or4_1 580
a21oi_1 140
No activity file was given, so power comes from the tool's default toggle rates.
