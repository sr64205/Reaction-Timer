$ cat ./design.v
module RandomGen(Clk, Rst, RandomValue);
  input Clk, Rst;
  output reg [12:0] RandomValue;
  wire feedback = RandomValue[12] ^ RandomValue[11] ^ RandomValue[1] ^ RandomValue[0];
  always @(posedge Clk or posedge Rst) begin
    if (Rst) begin
      RandomValue <= 13'h1F2D;  
    end
    else begin
      RandomValue <= { RandomValue[11:0], feedback };
    end
  end
endmodule
$ cat ./run.sh
#!/bin/bash
# OpenROAD 26Q1-2900-gdf79404cd8, Yosys 0.63+post, stock flow scripts
make -C /OpenROAD-flow-scripts/flow DESIGN_CONFIG=/design/flow/config.mk WORK_HOME=/design/flow/orfs finish
$ cat ./config.mk
export PLATFORM = sky130hd
export DESIGN_NAME = RandomGen
export DESIGN_NICKNAME = RandomGen
export VERILOG_FILES = /design/flow/design.v
export SDC_FILE = /design/flow/constraint.sdc
export NUM_CORES = 4
export LEC_CHECK = 1
export CORE_AREA = 10 10 70 70
export DIE_AREA = 0 0 80 80
$ cat ./constraint.sdc
current_design RandomGen

set clk_period 1.4
set clk_io_pct 0.2

create_clock -name clk0 -period $clk_period [get_ports {Clk}]

set non_clock_inputs [all_inputs -no_clocks]
set_input_delay [expr $clk_period * $clk_io_pct] -clock clk0 $non_clock_inputs
set_output_delay [expr $clk_period * $clk_io_pct] -clock clk0 [all_outputs]
==> run notes <==
The fraction of final layout cells with drive strength greater than 1 came out at 43.90%. TritonCTS built the clock tree. The worst setup path is launched from a flop. The actual transition at the worst max-transition pin is 0.4610 ns, and the power density relative to cell area is 952.4 nW/µm². The pin count of the biggest net entering global routing is 14. Die width: 80 µm. The run finished with clean final reports.

Summing all non-filler instances in the final layout gives an area of 634.4 µm². The final hold violation count recorded for this run is 0. Accumulated negative setup slack: 0 ns. The number of detailed-routing iterations run before antenna repair is 2. The routed wirelength normalized by instance count is 8.954 µm.

Setup repair after global routing left no endpoint under its margin. For flop-to-flop paths, the worst setup slack is 0.39 ns. The number of buffer cells added on primary ports is 14, and the clock tree buffer depth is 2. The registers reported with the highest flop counts are RandomValue: 13 flops. Counting flops with a built-in enable in the synthesized netlist gives 0. The run gives 1317 µm as the first-pass GRT wire length.

In this run the layout overhead on the synthesized area is reported as 73.04%. Recorded from the global router log, the overflow total was 0. In the final run the clock tree shows a worst skew of 0.001136 ns.

The setup path with the least slack is of type reg2out. The sum of buffers and inverters on the critical path is 1, and the post-synthesis chip area from yosys is 366.6 µm². Among all stages on the critical path, the largest delay is contributed by sky130_fd_sc_hd__dfstp_2. The logs give 1 for the level count of the clock H-tree and 0 for the post-route DRC violation count. For this design, Yosys synthesis ends with a cell count of 17.

The maximum cell stage delay along the critical path is 0.54 ns, and the count of warnings emitted by yosys is 1. Routability-driven placement finished with a final weighted congestion of 0.7322. Sequential cell fraction of total power: 62.3%. STA shows the worst reg2reg path with a cell count of 3. During I/O placement, the number of pins put on the boundary was 15.

The count of nets left with antenna violations once routing finished came out at 0. The tree is rooted in a sky130_fd_sc_hd__clkbuf_4. The power report puts the leakage power at 0.0003811 µW. The number of violations reported at the end of detailed-routing iteration 0 was 5; the starting density of the core was 10.73%. The headroom to the max-slew limit is 69.23%. According to the floorplan report, the placeable core area is 3416 µm². Counting the buffers created by CTS gives 3.

The routed layout has 221 vias. The CTS clock-pin slew for the worst setup and hold paths is 0.07 ns. The tightest hold path in the finished design has a slack of 0.3242 ns. The number of slew-limit violations in the final report was 0; the largest fanout on the critical path was 2. Yosys reported a register bit count of 13. The register containing the most flip-flops in the final layout is RandomValue. The end-of-flow timing check tallies setup violations at 0.

Dividing the final minimum period by the clock period gives 91.80%. The dominant kind of combinational cell is XOR/XNOR gates. The via count of the first global-routing pass was 251; the highest clock frequency the design can meet was 778.1 MHz.

The number of library cell types mapped by synthesis is 5, and the area share of and/or/nand/nor cells after synthesis is 0%. The share of total power dissipated in the clock network is 36.1%. Standard cell area after detailed placement: 564.3 µm².

In this run the critical path is formed by dlygate4sd2_1. The run gives 114.7 µW as the switching power total. The area share of the largest cell type after synthesis was 64.51%. For reference, compound AND-OR and OR-AND cells occupy 0% of the area reported after synthesis. After Yosys synthesis, full adders, half adders and majority gates account for 0% of the synthesized area. The type recorded for the worst min-delay path is in2async. Most numerous cell in the Yosys netlist: sky130_fd_sc_hd__dfstp_2. The run gives 0% for the portion of netlist area occupied by mux cells.

Across every metal layer, demand over resource in global routing totals 2.762%. The die is 80 µm tall. Cell-internal power: 489.4 µW. Summing the areas of all xor and xnor instances in the mapped netlist gives 7.167% of the synthesized area. The number of filler instances in the final layout came out at 377. The worst setup path is captured at an output pin. The floorplan step defined a die boundary enclosing 6400 µm².

For the worst setup path, the data required time is 1.12 ns. Summed over all nets, the half-perimeter wirelength after detailed placement is 561.8 µm. The synthesis report gives the async set-or-reset register share as 100.0%. Per the skew report, the later register of the worst-skew pair sees a clock latency of 0.26 ns. The run gives 13 as the count of clock tree sinks.

In this design, the largest share of critical-path delay is due to flip-flops. Per Yosys stat, the portion of area used by sequential elements is 91.81%. The origin of the critical flop-to-flop path is RandomValue[0]$_DFF_PP1_.

Per the detail_route report, inserted antenna diodes total 0. The number of violations of the max-capacitance limit was 0; the fraction of power spent switching nets was 18.99%. The run gives 13 for the flip-flop count of the largest register, all copies and words added.

The commonest register cell is sky130_fd_sc_hd__dfstp_2. For the maximum vdd ir drop, the log shows 0.4065 mV. Ranked by total cell area, the synthesized netlist is headed by sky130_fd_sc_hd__dfstp_2 65%, sky130_fd_sc_hd__dfrtp_1 27%, sky130_fd_sc_hd__xnor2_1 4.8%.

The number of hold buffers added after CTS was 0. The number of antenna violations at the first check in global routing is 0, and the proportion of power drawn by combinational gates is 1.6%. In this run the tools logged warnings totalling 25.

The post-synthesis average cell area was 21.56 µm²; the number of instances in the synthesized netlist was 17. The capture point of the worst reg-to-reg path was RandomValue[0]$_DFF_PP1_. The run gives 18.57% for the core occupancy in the finished layout. Sorting the synthesized cells by how often they occur yields 9 x sky130_fd_sc_hd__dfstp_2, 4 x sky130_fd_sc_hd__dfrtp_1, 2 x sky130_fd_sc_hd__xnor2_1.

For this block, the routed nets add up to 779 µm of wire. Final period demand of the worst path: 1.285 ns. According to the floorplan log, the row count is 21.

After synthesis the cells add up to 366.6 µm². The script logs the ratio of routed vias to standard cells as 2.540. The logic depth of the worst setup path including buffers works out to 1. Data arrives at the worst endpoint at 1.01 ns. Largest area contributor in the netlist: sky130_fd_sc_hd__dfstp_2.
[power by group through the flow]
stage,Clock [µW],Sequential (µW),Combinational (µW)
4_1_cts,234,377,10.2
5_1_grt,251,377,11.3
6_report,218,377,9.46
[placed cells by master (no fill, tap or decap)]
master	instances
sky130_fd_sc_hd__buf_4	6
sky130_fd_sc_hd__clkdlybuf4s50_1	1
sky130_fd_sc_hd__inv_1	1
sky130_fd_sc_hd__xnor2_1	2
sky130_fd_sc_hd__dfstp_2	9
sky130_fd_sc_hd__clkbuf_1	1
sky130_fd_sc_hd__dfrtp_1	4
sky130_fd_sc_hd__xor2_1	1
sky130_fd_sc_hd__dlymetal6s2s_1	4
sky130_fd_sc_hd__clkbuf_4	3
sky130_fd_sc_hd__dlygate4sd2_1	9
[worst max path at each step]
stage / start / end / slack (ns)
CTS: RandomValue[4]$_DFF_PP0_ / RandomValue[4] / 0.003
global route: RandomValue[0]$_DFF_PP1_ / RandomValue[0] / 0.05
finish: RandomValue[0]$_DFF_PP1_ / RandomValue[0] / 0.11
[cells by family (layout without fill, tap and decap cells)]
kind of cell / after synthesis / in the layout
xor gates and xnor gates: 3 / 3
buffers and inverters: 1 / 25
DFF: 13 / 13
[layer usage]
layer	part of all wire, %	routed length, µm	track usage [%]	up-vias
li1	-	-	-	100
met1	47	369	3.635	104
met2	31	245	3.050	17
met3	21	164	2.955	0
met4	0	0	0.1761	0
met5	0	0	0	-
[stage by stage]
step / power, µW / instances / worst slack, ns
2_1_floorplan: 388.4 / 17 / 0.5351
3_3_place_gp: 392.8 / 77 / 0.1167
3_5_place_dp: 393.0 / 77 / 0.1240
4_1_cts: 621.0 / 87 / 0.003091
5_1_grt: 638.8 / 87 / 0.04778
6_report: 604.1 / 87 / 0.1148
[cell type report]
type / instances / area (µm²) / area share (%)
timing repair buffer: 20 / 183.9 / 28.99
clock buffer: 4 / 26.28 / 4.142
sequential: 13 / 336.6 / 53.06
inverter: 1 / 3.754 / 0.5917
multi-input combinational: 3 / 26.28 / 4.142
tap: 46 / 57.56 / 9.073
[timing repair]
item,in CTS,in global routing
setup endpoints to repair,11,4
gates resized,9,4
setup buffers,6,0
cloned,0,0
Power figures rest on the tool's default switching activity, not on a simulated workload.
