File: ./run.sh
#!/bin/bash
# OpenROAD 26Q1-2900-gdf79404cd8, Yosys 0.63+post, stock flow scripts
make -C /OpenROAD-flow-scripts/flow DESIGN_CONFIG=/design/flow/config.mk WORK_HOME=/design/flow/orfs finish
File: ./config.mk
export PLATFORM = sky130hd
export DESIGN_NAME = ClkDiv
export DESIGN_NICKNAME = ClkDiv
export VERILOG_FILES = /design/flow/design.v
export SDC_FILE = /design/flow/constraint.sdc
export NUM_CORES = 4
export LEC_CHECK = 1
export CORE_AREA = 10 10 85 85
export DIE_AREA = 0 0 95 95
File: ./design.v
module ClkDiv #(parameter DIVBY = 50000) (
  input  wire Clk,
  input  wire Rst,
  output reg  ClkOut
);
  localparam CNT_WIDTH = $clog2(DIVBY);
  reg [CNT_WIDTH-1:0] cnt;
  always @(posedge Clk or posedge Rst) begin
    if (Rst) begin
      cnt    <= {CNT_WIDTH{1'b0}};
      ClkOut <= 1'b0;
    end
    else begin
      if (cnt == DIVBY - 1) begin
        cnt    <= {CNT_WIDTH{1'b0}};
        ClkOut <= ~ClkOut;  
      end
      else begin
        cnt <= cnt + 1'b1;
      end
    end
  end
endmodule
File: ./constraint.sdc
current_design ClkDiv

set clk_period 2.9
set clk_io_pct 0.2

create_clock -name clk0 -period $clk_period [get_ports {Clk}]

set non_clock_inputs [all_inputs -no_clocks]
set_input_delay [expr $clk_period * $clk_io_pct] -clock clk0 $non_clock_inputs
set_output_delay [expr $clk_period * $clk_io_pct] -clock clk0 [all_outputs]
==> flow_metrics.py <==
# Generated from Yosys and OpenROAD reports
metrics = {
    "final_layout": {
        "mostFrequentLayoutCell": "dfrtp_1",
        "instances_no_fill": 149,
        "syn_to_final_growth_pct": 17.94,
        "regArea_um2": 425.4,
        "post-route-cell-area_um2": 945.9,
        "combGateArea_um2": 354.1,
        "n_fill_cell": 618,
        "drive_gt1_share_pct": 9.091,
        "fin_util_pct": 17.28,
        "final_cell_mix": "dfrtp_1 (17), nor2_1 (10), xnor2_1 (8)",
    },
    "placed_design": {
        "placed_area_um2": 900.9,
        "hpwl_um": 904.2,
        "place_inst": 145,
        "place_congestion": 0.7610,
        "port_buffers": 2,
    },
    "synthesis": {
        "yosys_warnings": 1,
        "synth_area_um2": 802.0,
        "synth_area_per_cell_um2": 11.14,
        "synth.distinct_cells": 21,
        "area_leaders": "dfrtp_1 (53%), xnor2_1 (8.7%), xor2_1 (6.6%), nor2_1 (4.7%), nand3_1 (3.1%)",
        "syn_inst": 72,
        "yosys_area_um2": 802.0,
        "top_area_cell": "dfrtp_1",
        "top_cell_area_share_pct": 53.04,
        "synth-seq-cells": 17,
        "ys_cells": 72,
        "ys_seq_share_pct": 53.04,
    },
    "cts": {
        "worstSkewPairLatency_ps": 240,
        "cts_buffer_depth": 2,
        "cts_tree": "done",
        "clkTransAtPathRegs_ps": 60,
        "numCtsBuffers": 3,
        "cts.hold.buffers_added": 0,
        "post-cts-setup-buffers": 0,
        "clock-root-buffer": "clkbuf_8",
        "cts-resized-gates": 0,
        "cts_sinks": 17,
        "h-tree-depth": 1,
    },
    "power_and_ir_drop": {
        "p_sw_uw": 76.55,
        "p_int_uw": 335.7,
        "powerDensity_nw_per_um2": 435.8,
        "comb_power_share_pct": 1.4,
        "clkPwrFrac_pct": 41.1,
        "irDropWorstVdd_mv": 0.1648,
        "swShare_pct": 18.57,
        "p_leak_uw": 0.0004297,
        "seq_power_share_pct": 57.6,
    },
    "grt": {
        "grt_max_degree": 18,
        "overflow": 0,
        "antenna_found_initial": 0,
        "globalRouteMet2Util_pct": 4.348,
        "grt_pass1_vias": 481,
        "gr-usage-all-layers_pct": 3.006,
        "grt_pass1_wl_um": 2249,
        "met3_usage_pct": 0.8013,
        "grt_use_met1_pct": 4.454,
        "gr-max-usage-layer": "met1",
    },
    "critical_path": {
        "path_buffers": 1,
        "rr_worst_depth": 5,
        "cp.required_ps": 2320,
        "critical_path.max_fanout": 2,
        "endpoint_kind": "output pin",
        "cp_num_cells": 1,
        "cpPeakStageDelay_ps": 470,
        "crit_path_start_kind": "flip-flop",
        "cp.arrival_ps": 1070,
        "crit_slowest_cell": "clkdlybuf4s50_1",
        "crit_type": "flip-flop to output pin",
        "worst_path_dominant_cell_family": "buffers and inverters",
        "cp_cell_sequence": "clkdlybuf4s50_1",
        "r2r_slack_ps": 1280,
    },
    "sta": {
        "worst_pin_slew_ps": 637.0,
        "hold_ws_ps": 473.2,
        "skew_ps": 1.514,
        "finalSetupViolations": 0,
        "rsz0062_at_grt": "false",
        "period_needed_ps": 1650,
        "finalClockPeriodUsage_pct": 56.91,
        "maxSlewHeadroom_pct": 57.48,
        "hold_viol": 0,
        "fmax_mhz": 605.9,
        "drv_slew": 0,
        "finalSetupTns_ps": 0,
    },
    "die": {
        "fp_util_pct": 14.65,
        "dieWidth_um": 95,
        "core_um2": 5473,
        "num_rows": 27,
        "pin_count": 3,
        "chipArea_um2": 9025,
        "die_h_um": 95,
    },
    "detailed_routing": {
        "drc_errors": 0,
        "post_drt_wl_per_cell_um": 8.255,
        "ant_nets": 0,
        "drt_iter0_markers": 17,
        "drt_pass1_iterations": 4,
        "wl_um": 1230,
        "via_count": 487,
        "antennaDiodeCount": 0,
        "vias_per_cell": 3.268,
    },
    "outcome": {
        "status": "finished, final reports clean",
    },
    "hold_path": {
        "hold-path-cell-count": 1,
        "hp-class": "flip-flop to flip-flop",
    },
    "job": {
        "maxCapViolations": 0,
        "warnings": 25,
    },
}
[power groups by stage]
stage	Sequential [uW]	Clock, uW	Combinational [uW]
6_report	237	169	5.74
4_1_cts	237	177	6.29
5_1_grt	237	188	6.80
[worst paths after layout]
check                        from  endpoint
setup / recovery           ClkOut    ClkOut
hold / removal             ClkOut    ClkOut
setup reg to reg           cnt[0]    cnt[9]
hold reg to reg            ClkOut    ClkOut
max in group asynchronous     Rst   cnt[14]
min in group asynchronous     Rst    ClkOut
[synthesized netlist by cell type (all sizes together)]
library cell / n
xnor2: 8
nand2b: 1
nor2: 11
xor2: 6
and4: 1
mux2i: 1
nand2: 4
nor4: 2
nand4: 5
inv: 3
or2: 1
nor2b: 1
dfrtp: 17
nor4bb: 2
ha: 1
nand3: 5
buf: 1
nor4b: 1
and3: 1
[registers in the layout (all words and copies together), names as in the netlist]
register	count
cnt	16
ClkOut	1
[cells by family after synthesis]
kind of cell / after synthesis / share of synthesized area (%)
buffers and inverters: 4 / 2.808
DFF: 17 / 53.04
xor gates and xnor gates: 14 / 15.29
muxes: 1 / 1.248
adders and majority gates: 1 / 1.560
and+or+nand+nor: 35 / 26.05
[routing by layer]
| layer | wire length [um] | share of wire [%] |
|---|---|---|
| met1 | 655 | 53 |
| met2 | 535 | 43 |
| met3 | 39 | 3.2 |
| met4 | 0 | 0 |
| met5 | 0 | 0 |
[layout make-up]
type / count / area share, %
sequential: 17 / 44.97
multi-input combinational: 51 / 37.43
tap: 72 / 9.524
clock buffer: 4 / 4.762
timing repair buffer: 2 / 2.116
inverter: 3 / 1.190
[per-stage QoR]
stage / setup WS (ps) / total power, uW
floorplan: 1514 / 245.1
global placement: 1301 / 247.8
detailed placement: 1294 / 247.8
global route: 1140 / 431.7
finish: 1250 / 412.2
CTS: 1229 / 420.2
Power and IR drop assume default switching activity.
